**flow/run.sh**
```bash
#!/bin/bash
# OpenROAD 26Q1-2900-gdf79404cd8, Yosys 0.63+post, stock flow scripts
make -C /OpenROAD-flow-scripts/flow DESIGN_CONFIG=/design/flow/config.mk WORK_HOME=/design/flow/orfs finish
```
**flow/config.mk**
```make
export PLATFORM = sky130hd
export DESIGN_NAME = sin_wave
export DESIGN_NICKNAME = sin_wave
export VERILOG_FILES = /design/flow/design.v
export SDC_FILE = /design/flow/constraint.sdc
export NUM_CORES = 4
export LEC_CHECK = 1
export CORE_UTILIZATION = 40
```
**flow/constraint.sdc**
```tcl
current_design sin_wave

set clk_period 4.5
set clk_io_pct 0.2

create_clock -name clk0 -period $clk_period [get_ports {clk}]

set non_clock_inputs [all_inputs -no_clocks]
set_input_delay [expr $clk_period * $clk_io_pct] -clock clk0 $non_clock_inputs
set_output_delay [expr $clk_period * $clk_io_pct] -clock clk0 [all_outputs]
```
**flow/design.v**
```verilog
module sin_wave(clk,out,freq_adj);
input clk;
input [1:0]freq_adj;
output out;
reg [7:0]duty_cycle;
wire en;
wire clock;
pwm u1(.duty_cycle(duty_cycle), .clk(clk), .out(out), .en(en));
reg [15:0]counter;
reg [15:0]next_counter;
always @ (posedge clk)
	begin
		counter = next_counter;
	end
always @ *
	begin
		next_counter = counter+1;
		case(counter[15:8])
			0 : duty_cycle = 127;
			1 : duty_cycle = 130;
			2 : duty_cycle = 133;
			3 : duty_cycle = 136;
			4 : duty_cycle = 139;
			5 : duty_cycle = 143;
			6 : duty_cycle = 146;
			7 : duty_cycle = 149;
			8 : duty_cycle = 152;
			9 : duty_cycle = 155;
			10 : duty_cycle = 158;
			11 : duty_cycle = 161;
			12 : duty_cycle = 164;
			13 : duty_cycle = 167;
			14 : duty_cycle = 170;
			15 : duty_cycle = 173;
			16 : duty_cycle = 176;
			17 : duty_cycle = 178;
			18 : duty_cycle = 181;
			19 : duty_cycle = 184;
			20 : duty_cycle = 187;
			21 : duty_cycle = 190;
			22 : duty_cycle = 192;
			23 : duty_cycle = 195;
			24 : duty_cycle = 198;
			25 : duty_cycle = 200;
			26 : duty_cycle = 203;
			27 : duty_cycle = 205;
			28 : duty_cycle = 208;
			29 : duty_cycle = 210;
			30 : duty_cycle = 212;
			31 : duty_cycle = 215;
			32 : duty_cycle = 217;
			33 : duty_cycle = 219;
			34 : duty_cycle = 221;
			35 : duty_cycle = 223;
			36 : duty_cycle = 225;
			37 : duty_cycle = 227;
			38 : duty_cycle = 229;
			39 : duty_cycle = 231;
			40 : duty_cycle = 233;
			41 : duty_cycle = 234;
			42 : duty_cycle = 236;
			43 : duty_cycle = 238;
			44 : duty_cycle = 240;
			45 : duty_cycle = 242;
			46 : duty_cycle = 243;
			47 : duty_cycle = 244;
			48 : duty_cycle = 245;
			49 : duty_cycle = 247;
			50 : duty_cycle = 248;
			51 : duty_cycle = 249;
			52 : duty_cycle = 249;
			53 : duty_cycle = 250;
			54 : duty_cycle = 251;
			55 : duty_cycle = 252;
			56 : duty_cycle = 252;
			57 : duty_cycle = 253;
			58 : duty_cycle = 253;
			59 : duty_cycle = 253;
			60 : duty_cycle = 254;
			61 : duty_cycle = 254;
			62 : duty_cycle = 254;
			63 : duty_cycle = 254;
			64 : duty_cycle = 254;
			65 : duty_cycle = 254;
			66 : duty_cycle = 253;
			67 : duty_cycle = 253;
			68 : duty_cycle = 253;
			69 : duty_cycle = 252;
			70 : duty_cycle = 252;
			71 : duty_cycle = 251;
			72 : duty_cycle = 250;
			73 : duty_cycle = 249;
			74 : duty_cycle = 249;
			75 : duty_cycle = 248;
			76 : duty_cycle = 247;
			77 : duty_cycle = 245;
			78 : duty_cycle = 244;
			79 : duty_cycle = 243;
			80 : duty_cycle = 242;
			81 : duty_cycle = 240;
			82  : duty_cycle = 239;
			83  : duty_cycle = 238;
			84  : duty_cycle = 236;
			85  : duty_cycle = 234;
			86  : duty_cycle = 233;
			87  : duty_cycle = 231;
			88  : duty_cycle = 229;
			89  : duty_cycle = 227;
			90  : duty_cycle = 225;
			91  : duty_cycle = 223;
			92  : duty_cycle = 221;
			93  : duty_cycle = 219;
			94  : duty_cycle = 217;
			95  : duty_cycle = 215;
			96  : duty_cycle = 212;
			97  : duty_cycle = 210;
			98  : duty_cycle = 208;
			99  : duty_cycle = 205;
			100 : duty_cycle = 203;
			101 : duty_cycle = 200;
			102 : duty_cycle = 198;
			103 : duty_cycle = 195;
			104 : duty_cycle = 192;
			105 : duty_cycle = 190;
			106 : duty_cycle = 187;
			107 : duty_cycle = 184;
			108 : duty_cycle = 181;
			109 : duty_cycle = 178;
			110 : duty_cycle = 176;
			111 : duty_cycle = 173;
			112 : duty_cycle = 170;
			113 : duty_cycle = 167;
			114 : duty_cycle = 164;
			115 : duty_cycle = 161;
			116 : duty_cycle = 158;
			117 : duty_cycle = 155;
			118 : duty_cycle = 152;
			119 : duty_cycle = 149;
			120 : duty_cycle = 146;
			121 : duty_cycle = 143;
			122 : duty_cycle = 149;
			123 : duty_cycle = 136;
			124 : duty_cycle = 133;
			125 : duty_cycle = 130;
			126 : duty_cycle = 127;
			127 : duty_cycle = 124;
			128 : duty_cycle = 121;
			129 : duty_cycle = 118;
			130 : duty_cycle = 115;
			131 : duty_cycle = 111;
			132 : duty_cycle = 108;
			133 : duty_cycle = 105;
			134 : duty_cycle = 102;
			135 : duty_cycle = 99;
			136 : duty_cycle = 96;
			137 : duty_cycle = 93;
			138 : duty_cycle = 90;
			139 : duty_cycle = 87;
			140 : duty_cycle = 84;
			141 : duty_cycle = 81;
			142 : duty_cycle = 78;
			143 : duty_cycle = 76;
			144 : duty_cycle = 73;
			145 : duty_cycle = 70;
			146 : duty_cycle = 67;
			147 : duty_cycle = 64;
			148 : duty_cycle = 62;
			149 : duty_cycle = 59;
			150 : duty_cycle = 56;
			151 : duty_cycle = 54;
			152 : duty_cycle = 51;
			153 : duty_cycle = 49;
			154 : duty_cycle = 46;
			155 : duty_cycle = 44;
			156 : duty_cycle = 42;
			157 : duty_cycle = 39;
			158 : duty_cycle = 37;
			159 : duty_cycle = 35;
			160 : duty_cycle = 33;
			161 : duty_cycle = 31;
			162 : duty_cycle = 29;
			163 : duty_cycle = 27;
			164 : duty_cycle = 25;
			165 : duty_cycle = 23;
			166 : duty_cycle = 21;
			167 : duty_cycle = 20;
			168 : duty_cycle = 18;
			169 : duty_cycle = 16;
			170 : duty_cycle = 15;
			171 : duty_cycle = 14;
			172 : duty_cycle = 12;
			173 : duty_cycle = 11;
			174 : duty_cycle = 10;
			175 : duty_cycle = 9;
			178 : duty_cycle = 7;
			179 : duty_cycle = 6;
			180 : duty_cycle = 5;
			181 : duty_cycle = 5;
			182 : duty_cycle = 4;
			183 : duty_cycle = 3;
			184 : duty_cycle = 2;
			185 : duty_cycle = 2;
			186 : duty_cycle = 1;
			187 : duty_cycle = 1;
			188 : duty_cycle = 1;
			189 : duty_cycle = 0;
			190 : duty_cycle = 0;
			191 : duty_cycle = 0;
			192 : duty_cycle = 0;
			193 : duty_cycle = 0;
			194 : duty_cycle = 0;
			195 : duty_cycle = 0;
			196 : duty_cycle = 1;
			197 : duty_cycle = 1;
			198 : duty_cycle = 1;
			199 : duty_cycle = 2;
			200 : duty_cycle = 2;
			201 : duty_cycle = 3;
			202 : duty_cycle = 4;
			203 : duty_cycle = 5;
			204 : duty_cycle = 5;
			205 : duty_cycle = 6;
			206 : duty_cycle = 7;
			207 : duty_cycle = 9;
			208 : duty_cycle = 10;
			209 : duty_cycle = 11;
			210 : duty_cycle = 12;
			211 : duty_cycle = 14;
			212 : duty_cycle = 15;
			213 : duty_cycle = 16;
			214 : duty_cycle = 18;
			215 : duty_cycle = 20;
			216 : duty_cycle = 21;
			217 : duty_cycle = 23;
			218 : duty_cycle = 25;
			219 : duty_cycle = 27;
			220 : duty_cycle = 29;
			221 : duty_cycle = 31;
			222 : duty_cycle = 33;
			223 : duty_cycle = 35;
			224 : duty_cycle = 37;
			225 : duty_cycle = 39;
			226 : duty_cycle = 42;
			227 : duty_cycle = 44;
			228 : duty_cycle = 46;
			229 : duty_cycle = 49;
			230 : duty_cycle = 51;
			231 : duty_cycle = 54;
			232 : duty_cycle = 56;
			233 : duty_cycle = 59;
			234 : duty_cycle = 62;
			235 : duty_cycle = 64;
			236 : duty_cycle = 67;
			237 : duty_cycle = 70;
			238 : duty_cycle = 73;
			239 : duty_cycle = 76;
			240 : duty_cycle = 78;
			241 : duty_cycle = 81;
			242 : duty_cycle = 84;
			243 : duty_cycle = 87;
			244 : duty_cycle = 90;
			245 : duty_cycle = 93;
			246 : duty_cycle = 96;
			247 : duty_cycle = 99;
			248 : duty_cycle = 102;
			249 : duty_cycle = 105;
			250 : duty_cycle = 108;
			251 : duty_cycle = 111;
			252 : duty_cycle = 115;
			253 : duty_cycle = 118;
			254 : duty_cycle = 121;
			255 : duty_cycle = 124;
		endcase
	end
assign en = 1;	
endmodule
module pwm(clk,en,duty_cycle,out);
input clk;
input en;
input [7:0]duty_cycle;
output reg out;
reg [7:0]counter;
reg [7:0]next_counter;
always @ (posedge clk)
	begin
		counter = next_counter;
	end
always @ *
	begin
		if(en)
			begin
				if(counter < duty_cycle)
					begin
						out = 1;
					end
				else
					begin
						out = 0;
					end
				next_counter = counter+1;
			end
		else 
			begin
				next_counter = 0;
			end	
	end
endmodule
module clk_div(clk,clk_div);
input clk;
output [3:0]clk_div;
reg [3:0]counter;
reg [3:0]next_counter;
always @ (posedge clk)
	begin
	end
endmodule
```
==> impl_metrics.env <==
# physical design summary
export IMPL_postCtsHoldBufs=0
export IMPL_reg2reg_from="counter[9]$_DFF_P_"
export IMPL_drc=0
export IMPL_setup_tns_ns=0
export IMPL_ys_seq_elements=32
export IMPL_place_congestion=1.07
export IMPL_final_cell_mix="43 x nor2_1, 40 x a21oi_1, 35 x o22ai_1"
export IMPL_p_int_uw=348
export IMPL_grt_setup_unrepaired="false"
export IMPL_core_mm2=0.0116
export IMPL_r2r_slack_ns=2.08
export IMPL_max_freq_mhz=332
export IMPL_critPathRequiredTime_ns=3.60
export IMPL_leakagePower_uw=0.00134
export IMPL_synth_async_sr_flop_share=0
export IMPL_routed_wl_um=20900
export IMPL_cts_root_buf="clkbuf_16"
export IMPL_port_buffers=1
export IMPL_path_max_fanout=3
export IMPL_layout_drive_gt1_share=0.0941
export IMPL_worst_slew_pin_slew_ns=0.858
export IMPL_slowest_delay_ns=0.45
export IMPL_floorplan_core_util=0.414
export IMPL_path_delay_family="AND-OR/OR-AND gates"
export IMPL_regToRegEndpoint="counter[15]$_DFF_P_"
export IMPL_yosysUniqueCellTypes=85
export IMPL_worst_slack_ns=1.49
export IMPL_status="complete, no violations"
export IMPL_std_cell_rows=39
export IMPL_ios=4
export IMPL_clock_latency_ns=0.26
export IMPL_diodes=0
export IMPL_cpMostUsedCell="a21o_1"
export IMPL_hold_path_end="u1.counter[0]$_DFF_P_"
export IMPL_cp_depth=8
export IMPL_cellPowerDensity_mw_per_mm2=90.0
export IMPL_drtIter0Drc=856
export IMPL_hold_viol=0
export IMPL_dp_cells=734
export IMPL_p_clk_frac=0.495
export IMPL_grt_pass1_wl_um=31600
export IMPL_combPwrFrac=0
export IMPL_warnings=27
export IMPL_relSlewSlack=0.413
export IMPL_cp_start_kind="flop"
export IMPL_worstHoldStart="u1.counter[0]$_DFF_P_"
export IMPL_die_h_um=111
export IMPL_yosysChipArea_mm2=0.00479
export IMPL_yosys_warnings=2
export IMPL_final_fill_count=1224
export IMPL_power_switching_share=0.171
export IMPL_dp_hpwl_um=14100
export IMPL_syn_area_per_cell_um2=7.32
export IMPL_h_tree_depth=1
export IMPL_preCtsSetupSlack_ns=1.74
export IMPL_grt_overflow_total=0
export IMPL_synth_area_mm2=0.00479
export IMPL_die_area_mm2=0.0124
export IMPL_ys_cells=655
export IMPL_max_vdd_ir_drop_mv=0.101
export IMPL_clock_skew_ns=0.00317
export IMPL_antenna_found_initial=0
export IMPL_holdWs_ns=0.409
export IMPL_final_common_cell="nor2_1"
export IMPL_grt_max_degree=84
export IMPL_avgRoutedWirePerCell_um=28.3
export IMPL_worst_setup_path_end_kind="primary output"
export IMPL_unclocked_pins=8
export IMPL_maxCapViolCount=0
export IMPL_ant_nets=0
export IMPL_grt_total_usage=0.336
export IMPL_period_needed_ns=3.01
export IMPL_ff2ff_path_depth=6
export IMPL_setup_violations=0
export IMPL_syn_inst=655
export IMPL_post_cts_buffers=0
export IMPL_dr_total_vias=5694
export IMPL_cpMaxStageDelayCell="clkdlybuf4s50_1"
export IMPL_hold_depth=1
export IMPL_drt_pre_antenna_iters=5
export IMPL_finalClockPeriodUsage=0.670
export IMPL_crit_arrival_ns=2.11
export IMPL_path_buffers=1
export IMPL_cts_buffers=3
export IMPL_critPathKind="reg -> out"
export IMPL_dominantRegCellSynth="dfxtp_1"
export IMPL_p_switching_uw=72.1
export IMPL_cts_tree="yes"
export IMPL_grt_pass1_vias=5080
export IMPL_area_growth_pct=-2.58
export IMPL_final_cells=738
export IMPL_untimed_endpoints=8
export IMPL_holdCritPathClass="reg -> reg"
export IMPL_path_cells="ha_1 -> a21o_1 -> a21o_1 -> a21oi_1 -> nor2b_1 -> o21ai_0 -> a211o_1 -> clkdlybuf4s50_1"
export IMPL_cts_repair_resized=0
export IMPL_finalMaxSlewViolations=0
export IMPL_avgViaCountPerCell=7.72
export IMPL_p_seq_frac=0.505
export IMPL_p_total_uw=420
export IMPL_die_x_um=111
export IMPL_edf_count=0
export IMPL_clk_pin_slew_ns=0.06
export IMPL_clockBufferDepth=2
-- synth_stat cells (all sizes together), types with 8 or more instances --
master	count	area (um^2)
a211oi	10	80.1
a21oi	40	200
a22oi	8	60.1
a31oi	12	75.1
buf	61	459
clkbuf	22	82.6
dfxtp	24	480
dlxtn	8	120
ha	9	113
inv	14	52.6
nand2	27	101
nand2b	14	87.6
nand3	31	155
nand4	14	87.6
nand4b	17	168
nor2	43	161
nor2b	11	68.8
nor3	29	145
nor4	9	68.8
nor4b	9	91.3
nor4bb	8	86.3
o2111ai	8	70.1
o211ai	9	67.6
o21ai	33	165
o22ai	35	219
o32ai	9	78.8
or3	10	62.6
or4b	10	100
xnor2	15	131
-- registers in the layout, indices dropped and copies added, names as in the netlist --
| name | count |
|---|---|
| counter | 16 |
| duty_cycle | 8 |
| u1.counter | 8 |
-- stage by stage --
stage / util / cell area, um^2
after CTS: 0.404 / 4670
after global placement: 0.396 / 4580
after global routing: 0.404 / 4670
after detailed placement: 0.396 / 4580
after floorplan: - / 4790
final: 0.404 / 4670
-- cell type report --
type | instances | area, um^2 | area share
Multi-Input combinational cell | 526 | 3600 | 0.771
Clock buffer | 4 | 88.8 | 0.0190
Sequential cell | 32 | 606 | 0.130
Inverter | 14 | 52.6 | 0.0113
Timing Repair Buffer | 19 | 145 | 0.0311
Tap cell | 143 | 179 | 0.0383
-- power groups by stage --
| stage | registers [uW] | clock network, uW | logic [uW] |
|---|---|---|---|
| after CTS | 212 | 214 | 0.00103 |
| after global routing | 212 | 221 | 0.00103 |
| final | 212 | 208 | 0.00103 |
-- worst max path at each step --
stage	from	to	slack, ns
final	u1.counter[1]$_DFF_P_	out	1.49
after global routing	u1.counter[1]$_DFF_P_	out	1.37
after CTS	u1.counter[1]$_DFF_P_	out	1.45
-- metal layers --
layer	GRT usage	vias up	routed length [um]	share of wire
met1	0.469	2632	8340	0.40
met3	0.0648	132	2340	0.11
met2	0.476	492	8430	0.40
met4	0.219	0	1800	0.086
li1	-	2438	-	-
met5	0	-	0	0
-- cell families after synthesis --
logic type | after synthesis | share of synthesized area
flip-flops | 24 | 0.100
latches | 8 | 0.0251
adder cells (fa/ha/maj) | 9 | 0.0235
AND/OR/NAND/NOR | 283 | 0.382
XOR/XNOR | 22 | 0.0402
AND-OR/OR-AND | 211 | 0.303
buffers and inverters | 97 | 0.124
multiplexers | 1 | 0.00209
Power is estimated from default activity; no workload was simulated.
